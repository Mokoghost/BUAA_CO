$ cat config.mk
export PLATFORM = sky130hd
export DESIGN_NAME = ID_EX_register
export DESIGN_NICKNAME = ID_EX_register
export VERILOG_FILES = /design/flow/design.v
export SDC_FILE = /design/flow/constraint.sdc
export NUM_CORES = 4
export LEC_CHECK = 1
export CORE_AREA = 10 10 244 244
export DIE_AREA = 0 0 254 254
$ cat run.sh
#!/bin/bash
# OpenROAD 26Q1-2900-gdf79404cd8, Yosys 0.63+post, stock flow scripts
make -C /OpenROAD-flow-scripts/flow DESIGN_CONFIG=/design/flow/config.mk WORK_HOME=/design/flow/orfs finish
$ cat design.v
`timescale 1ns / 1ps
module ID_EX_register(
    input clk,
	 input reset,
	 input stall,
    input[31:0] IR_E_in,
    input[31:0] PC4_E_in,
    input[31:0] PC8_E_in,
    input[31:0] RS_E_trans_in,
    input[31:0] RT_E_trans_in,
    input[31:0] EXT_E_in,
	 input[4:0] write_register_E_in,
	 input Start_E_in,
    output reg[31:0] IR_E_out,
    output reg[31:0] PC4_E_out,
    output reg[31:0] PC8_E_out,
    output reg[31:0] RS_E_trans_out,
    output reg[31:0] RT_E_trans_out,
    output reg[31:0] EXT_E_out,
	 output reg[4:0] write_register_E_out,
	 output reg Start_E_out
    );
	 initial begin
	        IR_E_out= 0;
			  PC4_E_out=0;
			  PC8_E_out=0;
			  RS_E_trans_out=0;
			  RT_E_trans_out=0;
			  EXT_E_out=0;
			  write_register_E_out=0;
			  Start_E_out=0;
	 end
     always@(posedge clk)begin
		  if(reset||stall)begin
			  IR_E_out= 0;
			  PC4_E_out=0;
			  PC8_E_out=0;
			  RS_E_trans_out=0;
			  RT_E_trans_out=0;
			  EXT_E_out=0;
			  write_register_E_out=0;
			  Start_E_out=0;
		  end
		  else begin
			  IR_E_out=IR_E_in;
			  PC4_E_out=PC4_E_in;
			  PC8_E_out=PC8_E_in;
			  RS_E_trans_out=RS_E_trans_in;
			  RT_E_trans_out=RT_E_trans_in;
			  EXT_E_out=EXT_E_in;
			  write_register_E_out=write_register_E_in;
			  Start_E_out=Start_E_in;
	     end
	  end
endmodule
$ cat constraint.sdc
current_design ID_EX_register

set clk_period 1.0
set clk_io_pct 0.2

create_clock -name clk0 -period $clk_period [get_ports {clk}]

set non_clock_inputs [all_inputs -no_clocks]
set_input_delay [expr $clk_period * $clk_io_pct] -clock clk0 $non_clock_inputs
set_output_delay [expr $clk_period * $clk_io_pct] -clock clk0 [all_outputs]
==> ci_impl_report.md <==
## Implementation flow summary

| Metric | Value |
|---|---|
| Worst IR Drop VDD | `roughly 1200 µV` |
| Layout Cells excl Fill | `around 1.6k` |
| Worst Path Arrival | `roughly 1 ns` |
| Init Core Util | `0.119` |
| Total core area | `between 0.05 and 0.06 mm²` |
| Crit share post-route | `1.19` |
| CTS tree | `done` |
| CP max stage cell | `dfxtp_4` |
| Share of post-route cells with drive strength above 1 | `0.506` |
| Setup TNS Final | `-17.39 ns` |
| Sw power | `between 4000 and 5000 µW` |
| Clock slew at the register clock pins of the worst setup and hold paths | `~0.08 ns` |
| DIE AREA | `~0.065 mm²` |
| Uppermost layer routed | `met4` |
| Worst setup EP type | `output port` |
| Outcome | `complete, but fails checks` |
| WL per Instance | `roughly 15 µm` |
| Port buffer count | `roughly 400` |
| Final Hold Vio Count | `0` |
| Worst path bufs/invs | `1` |
| FP Rows | `approximately 85` |
| Top area cell types | `dfxtp_1 (61%), nor3b_2 (23%), nor3b_1 (9.1%)` |
| DP Cell Count | `between 1.5k and 2k` |
| Vias in the first global route | `just over 5k` |
| Rel. slew slack | `0.753` |
| Post-route antenna net violation count | `0` |
| DRC violations left | `0` |
| CP startpoint kind | `register` |
| Met3 WL | `~2600 µm` |
| Total gr overflow | `0` |
| Final core occ | `0.207` |
| Fmax | `between 800 and 900 MHz` |
| Gpl congestion | `between 0.8 and 0.9` |
| DPL Wire Length | `roughly 19000 µm` |
| Min-Delay Path Class | `in -> reg` |
| Met2 Routed Length | `around 12000 µm` |
| Post-synth regs | `between 150 and 200` |
| Clk sink count | `just under 200` |
| First-pass GRT wire length | `between 30000 and 40000 µm` |
| Yosys warnings | `1` |
| Initial antenna violation count | `0` |
| H-tree depth | `4` |
| Synth async-reset ratio | `0` |
| CP max FO | `1` |
| Yosys top cell by area | `dfxtp_1` |
| Pleak | `about 0.0045 µW` |
| Post-synth seq share | `0.614` |
| Dominant flop cell | `dfxtp_1` |
| Power share of the clock group | `0.418` |
| Tool warnings | `27` |
| Min Tclk post-route | `between 1 and 1.5 ns` |
| Synthesized instance count | `440` |
| I/O Pins | `399` |
| Switch share | `0.235` |
| Ant. Diodes | `0` |
| Pwr Total | `between 15000 and 20000 µW` |
| Most frequent cell after synthesis | `dfxtp_1` |
| Power density over the cells | `around 1600 mW/mm²` |
| Max Cap Violations | `0` |
| Yosys stat cell total | `around 440` |
| Part of the power in combinational logic | `0.113` |
| Setup-failing EPs final | `~200` |
| Internal Pwr Total | `around 14000 µW` |
| Register share of total power | `0.469` |
| Largest net degree at the start of global routing | `35` |
| Family with the most delay on the worst path | `flip-flops` |
| Max Transition Viols Final | `0` |
| Die W | `between 200 and 300 µm` |
| Fill cells | `5851` |
| Layout area overhead | `73.6%` |
| Crit Path Category | `reg -> out` |
| Routed metal-1 wirelength | `a little over 9000 µm` |
| TritonCTS buffer count | `17` |
| Crit path required time | `around 0.80 ns` |
| Worst path cell trace | `buf_6` |
| Post-route setup slack | `-0.194 ns` |
| Share of the synthesized area in the top cell type | `0.614` |
| Synthesized area | `between 0.006 and 0.007 mm²` |
| Post-Route WL | `between 20000 and 25000 µm` |
| Syn Area/Cell | `about 15 µm²` |
| Failing checks | `setup timing` |
| Synthesis area per yosys | `between 0.006 and 0.007 mm²` |
| Synth unique cells | `6` |
| Die Y-Extent | `around 250 µm` |
| Via count | `slightly below 5k` |
| DRT iter0 DRCs | `154` |
| Detailed Routing Iterations Pass 1 | `4` |
| Commonest cells post-synth | `dfxtp_1 (198), nor3b_2 (120), nor3b_1 (78)` |
| Worst Max-Slew Pin Slew | `roughly 0.37 ns` |
| Root Driver | `clkbuf_16` |
| CTS max path bufs | `2` |
| GRT Util Overall | `0.0718` |
| Via-per-instance ratio | `slightly above 3` |
| Slowest cell delay on critical path | `about 0.4 ns` |
| EDFF count, synth | `0` |
| RSZ-0062 raised after global routing | `true` |
## cell usage in the layout, fill, tap and decap left out, types with 10 or more instances in the layout
cell,instances
clkbuf_16,17
nor3b_1,78
buf_12,10
dfxtp_1,154
clkdlybuf4s50_1,198
buf_6,16
nor3b_2,120
buf_4,36
dfxtp_2,40
buf_2,182
## layout make-up
class                   count  area [µm²]  area share
clock buffers              19         453      0.0404
clock inverters            13         181      0.0162
multi-input cells         198        2090       0.186
flip-flops and latches    198        4030       0.360
well taps                 696         871      0.0777
repair buffers            445        3580       0.320
## through the flow
step / instance area, µm² / hold slack, ns / setup WS (ns)
detailed placement: 11400 / 0.534 / -0.263
floorplan: 6450 / 0.357 / 0.184
global route: 11200 / 0.0888 / -0.256
CTS: 11100 / 0.0560 / -0.270
finish: 11200 / 0.0764 / -0.194
global placement: 11400 / 0.535 / -0.275
## state kept, by name, summed over array words and instances (netlist names)
register / cells
EXT_E_out: 32
IR_E_out: 32
PC4_E_out: 32
PC8_E_out: 32
RS_E_trans_out: 32
RT_E_trans_out: 32
Start_E_out: 1
write_register_E_out: 5
## metal layers
layer | up-vias | track usage
li1 | 2339 | -
met1 | 2277 | 0.0833
met2 | 225 | 0.119
met3 | 20 | 0.0345
met4 | 0 | 0.0133
met5 | - | 0
## path summary, 6_finish.rpt
path / cells after the start / from / to
worst max-delay path: 1 / PC4_E_out[8] / PC4_E_out[8]
worst min-delay path: 2 / reset / EXT_E_out[4]
## cell families after synthesis
logic type,synth area share
buffers and inverters,0.0626
AND/OR/NAND/NOR,0.323
flip-flops,0.614
## what timing repair did
| action | 4_1_cts | 5_1_grt |
|---|---|---|
| hold buffers | 1 | 0 |
| gates resized | 709 | 23 |
| endpoints found under the hold margin | 1 | 0 |
| setup buffers | 0 | 0 |
| setup endpoints to repair | 198 | 198 |
## power by group through the flow
stage	sequential (µW)	clock [µW]	combinational, µW
CTS	8290	7790	2040
finish	8290	7380	1990
global route	8320	8060	2170
Power and IR drop assume default switching activity.
